===== ./run.sh =====
#!/bin/bash
# OpenROAD 26Q1-2900-gdf79404cd8, Yosys 0.63+post, stock flow scripts
make -C /OpenROAD-flow-scripts/flow DESIGN_CONFIG=/design/flow/config.mk WORK_HOME=/design/flow/orfs finish

===== ./config.mk =====
export PLATFORM = sky130hd
export DESIGN_NAME = melody_player
export DESIGN_NICKNAME = melody_player
export VERILOG_FILES = /design/flow/design.v
export SDC_FILE = /design/flow/constraint.sdc
export NUM_CORES = 4
export LEC_CHECK = 1
export CORE_UTILIZATION = 50

===== ./constraint.sdc =====
current_design melody_player

set clk_period 3.1
set clk_io_pct 0.2

create_clock -name clk0 -period $clk_period [get_ports {clk}]

set non_clock_inputs [all_inputs -no_clocks]
set_input_delay [expr $clk_period * $clk_io_pct] -clock clk0 $non_clock_inputs
set_output_delay [expr $clk_period * $clk_io_pct] -clock clk0 [all_outputs]

===== ./design.v =====
module melody_player(
    input wire clk,
    output wire speaker
);
    reg [2:0] note = 0;
    reg [31:0] note_duration = 0;
    reg [31:0] counter = 0;
    wire square_wave;
    signal_generator sg (
        .clk(clk),
        .note(note),
        .square_wave(square_wave)
    );
    assign speaker = square_wave;
    always @(posedge clk) begin
        if (counter >= note_duration) begin
            counter <= 0;
            case (note)
                0: begin note <= 1; note_duration <= 12000000; end  
                1: begin note <= 2; note_duration <= 12000000; end  
                2: begin note <= 3; note_duration <= 12000000; end  
                3: begin note <= 4; note_duration <= 12000000; end  
                4: begin note <= 5; note_duration <= 12000000; end  
                5: begin note <= 6; note_duration <= 12000000; end  
                6: begin note <= 7; note_duration <= 12000000; end  
                7: begin note <= 0; note_duration <= 12000000; end  
                default: begin note <= 0; note_duration <= 12000000; end  
            endcase
        end else begin
            counter <= counter + 1;
        end
    end
endmodule
module signal_generator(
    input wire clk,
    input wire [2:0] note,
    output reg square_wave
);
    reg [31:0] counter = 0;
    reg [31:0] threshold;
    always @(*) begin
        case (note)
            3'd0: threshold = 12000000 / 261.63 / 2;  
            3'd1: threshold = 12000000 / 293.66 / 2;  
            3'd2: threshold = 12000000 / 329.63 / 2;  
            3'd3: threshold = 12000000 / 349.23 / 2;  
            3'd4: threshold = 12000000 / 392.00 / 2;  
            3'd5: threshold = 12000000 / 440.00 / 2;  
            3'd6: threshold = 12000000 / 493.88 / 2;  
            3'd7: threshold = 12000000 / 523.25 / 2;  
            default: threshold = 12000000 / 261.63 / 2;  
        endcase
    end
    always @(posedge clk) begin
        if (counter >= threshold) begin
            counter <= 0;
            square_wave <= ~square_wave;
        end else begin
            counter <= counter + 1;
        end
    end
endmodule

==> flow_metrics.tcl <==
# yosys + openroad results
set metrics [dict create \
    setup_violations 0 \
    warnings 32 \
    max_cap_viol_count 0 \
    min_path_type "flop to flop" \
    drive_gt1_share_pct 12.8 \
    min_period_ns 2.70 \
    gp_congestion 0.777 \
    drt_first_pass_iters 4 \
    coreArea_mm2 0.00646 \
    ctsHoldBuffers 0 \
    drt_iter0_drc 52 \
    synth-edff-count 5 \
    worstRegToRegCells 9 \
    cts_root_buf "clkbuf_8" \
    stdcell_count 452 \
    finalCritPeriodShare_pct 86.9 \
    arrival_ns 2.80 \
    p_leak_nw 1.42 \
    netlist_area_mm2 0.00340 \
    cts_tree "yes" \
    die-area_mm2 0.00713 \
    vias_per_cell 5.13 \
    die_y_um 84.5 \
    pin_count 2 \
    async_reset_ff_share_pct 0 \
    die_x_um 84.5 \
    cts_htree_levels 3 \
    grt_pass1_vias 2287 \
    finClkSkew_ns 0.0110 \
    dp_hpwl_um 3950 \
    clkTransAtPathRegs_ns 0.08 \
    clkLatencyLatePin_ns 0.34 \
    irDropWorstVdd_mv 0.293 \
    fmax_mhz 371 \
    antenna_found_initial 0 \
    syn_to_final_growth_pct 10.0 \
    post_cts_buffers 0 \
    grt_pass1_wl_um 10200 \
    finalHoldViolCount 0 \
    numCtsBuffers 9 \
    place_inst 436 \
    drt-wirelength-per-cell_um 12.0 \
    floorplan.core_util_pct 52.6 \
    vias 2317 \
    status "finished, final reports clean" \
    worstMarginPinSlew_ns 0.821 \
    core.rowCount 29 \
    clock_sinks 69 \
    grt_max_degree 29 \
    crit_path_start_kind "flop" \
    syn_area_per_cell_um2 10.0 \
    ant_nets 0 \
    slew_headroom_pct 44.9 \
    grt_overflow 0 \
    ys_cells 339 \
    yosysWarnings 11 \
    drc 0 \
    antenna_cells 0 \
    critPathKind "flop to flop" \
    crit_required_ns 3.21 \
    drv_slew 0 \
    synth.most_common_cell "dfxtp_1" \
    cts_resized 0 \
    fin_setup_tns_ns 0 \
    common_cells "64 x dfxtp_1, 35 x ha_1, 24 x nor2_1" \
    power_density_mw_per_mm2 555 \
    clockBufferDepth 2 \
    top_cell_area_share_pct 37.7 \
    rsz0062_at_grt "false" \
    topCellsByArea "dfxtp_1 38%, ha_1 13%, xor2_1 5.2%" \
    ys_ff 69 \
    end_kind "flop" \
    flop_cell "dfxtp_1" \
    netlist-cell-type-count 45 \
    grt_usage_pct 18.0 \
    drt_wl_total_um 5440 \
    yosys-stat-area_mm2 0.00340 \
    synthesis.instances 339 \
    min_delay_path_depth 1 \
    top_area_cell "dfxtp_1" \
    crit_fanout 8 \
    synth-seq-area-share_pct 42.1 \
    numPortBuffers 1 \
]
[per-stage QoR]
| step | util [%] | cell area, um^2 | hold WS (ns) | power, mW | setup slack, ns |
|---|---|---|---|---|---|
| global placement | 55.3 | 3570 | 0.476 | 1.46 | 0.472 |
| finish | 57.9 | 3740 | 0.485 | 2.08 | 0.405 |
| floorplan | - | 3480 | 0.457 | 1.36 | 0.472 |
| CTS | 57.9 | 3740 | 0.489 | 2.11 | 0.386 |
| global route | 57.9 | 3740 | 0.525 | 2.24 | 0.176 |
| detailed placement | 55.3 | 3570 | 0.477 | 1.46 | 0.427 |
[cell usage in the layout (no fill, tap or decap), types with 3 or more instances in the layout]
| cell type | n |
|---|---|
| dfxtp_1 | 64 |
| ha_1 | 35 |
| nor2_1 | 24 |
| conb_1 | 24 |
| nand2_1 | 23 |
| xor2_1 | 20 |
| nor4_1 | 18 |
| xnor2_1 | 16 |
| nand3_1 | 15 |
| nand4_1 | 15 |
| inv_1 | 14 |
| nor2_4 | 12 |
| clkbuf_8 | 9 |
| a21oi_1 | 7 |
| nor3_1 | 7 |
| nor2_2 | 7 |
| o21ai_0 | 6 |
| buf_4 | 6 |
| edfxtp_1 | 5 |
| a21o_1 | 3 |
| or3_1 | 3 |
| nor4b_1 | 3 |
[flip-flops by register name, indices dropped and copies added (netlist names)]
name            count
counter            32
sg.counter         32
note                3
note_duration       1
sg.square_wave      1
[final timing paths]
kind,endpoint,slack (ns),from
setup / recovery,sg.square_wave$_DFFE_PP_,0.40,note[1]$_DFFE_PP_
hold / removal,sg.counter[0]$_SDFF_PP0_,0.49,sg.counter[0]$_SDFF_PP0_
setup reg to reg,sg.square_wave$_DFFE_PP_,0.40,note[1]$_DFFE_PP_
hold reg to reg,sg.counter[0]$_SDFF_PP0_,0.49,sg.counter[0]$_SDFF_PP0_
[worst max-delay path, cell delays in order, from the launching register on]
cell and delay [ns]:
edfxtp_1 0.48, inv_1 0.12, ha_1 0.37, o21ai_0 0.18, ha_1 0.24, nand2b_1 0.13, a2111oi_0 0.37, nand3b_1 0.17
nand2_1 0.07, or3_1 0.31
[final cells by class]
class | count | area (um^2)
multi-input cells | 269 | 1930
clock inverters | 7 | 47.5
well taps | 77 | 96.3
repair buffers | 7 | 55.1
fillers | 570 | 2720
inverters | 14 | 52.6
clock buffers | 9 | 124
flip-flops and latches | 69 | 1430
[metal layers]
layer  GRT usage, %  up-vias  wire length, um
met3           2.99        9              117
met1           27.3     1036             2830
li1               -     1253                -
met2           28.9       19             2370
met5              0        -                0
met4           3.08        0              118
[cell families (layout without fill, tap and decap cells)]
logic type,after synthesis,after routing,synth area share (%)
and+or+nand+nor,145,145,25.1
DFF,69,69,42.1
xor gates and xnor gates,36,36,9.27
adders and majority gates,35,35,12.9
AOI/OAI and AO/OA,27,27,6.37
buffers and inverters,23,37,3.42
other,2,24,0.221
muxes,2,2,0.626
[power breakdown]
part           switching, mW  internal, mW
combinational          0.263         0.191
sequential            0.0364         0.946
clock                  0.349         0.292
Power figures rest on the tool's default switching activity, not on a simulated workload.
