==> design/flow/config.mk <==
export PLATFORM = sky130hd
export DESIGN_NAME = music_box
export DESIGN_NICKNAME = music_box
export VERILOG_FILES = /design/flow/design.v
export SDC_FILE = /design/flow/constraint.sdc
export NUM_CORES = 4
export LEC_CHECK = 1
export CORE_AREA = 10 10 70 70
export DIE_AREA = 0 0 80 80
==> design/flow/constraint.sdc <==
current_design music_box

set clk_period 2.2
set clk_io_pct 0.2

create_clock -name clk0 -period $clk_period [get_ports {clk}]

set non_clock_inputs [all_inputs -no_clocks]
set_input_delay [expr $clk_period * $clk_io_pct] -clock clk0 $non_clock_inputs
set_output_delay [expr $clk_period * $clk_io_pct] -clock clk0 [all_outputs]
==> design/flow/design.v <==
module music_box(
    input wire clk,  
    output reg speaker  
);
parameter NOTE_DO_P = 22933;
parameter NOTE_DO = 47866;
parameter NOTE_RE = 40863;
parameter NOTE_MI = 36404;
parameter NOTE_FA = 34391;
parameter NOTE_SOL = 30612;
parameter NOTE_LA = 27272;
parameter NOTE_SI = 24297;
parameter NOTE_LA_S = 25742;
reg [14:0] melody [0:24];
initial begin 
    melody[0] = NOTE_DO;
    melody[1] = NOTE_DO;
    melody[2] = NOTE_RE;
    melody[3] = NOTE_DO;
    melody[4] = NOTE_FA;
    melody[5] = NOTE_MI;
end
reg [4:0] note_index = 5'd0;  
reg [14:0] counter = 15'd0;
reg [14:0] divisor;
initial begin
    speaker = 1'b0;  
end
always @(posedge clk) begin
    divisor <= melody[note_index];
    if (counter >= divisor) begin
        counter <= 15'd0;
        speaker <= ~speaker;
    end else begin
        counter <= counter + 1'b1;
    end
    if (counter == 12_000_000) begin
        note_index <= note_index + 1;
        if (note_index == 24) begin
            note_index <= 5'd0;
        end
    end
end
endmodule
==> design/flow/run.sh <==
#!/bin/bash
# OpenROAD 26Q1-2900-gdf79404cd8, Yosys 0.63+post, stock flow scripts
make -C /OpenROAD-flow-scripts/flow DESIGN_CONFIG=/design/flow/config.mk WORK_HOME=/design/flow/orfs finish
==> results.ini <==
[global_routing]
grt_pass1_wl_mm=2.042
antenna_found_initial=0
grt_pass1_vias=477
met2_usage_pct=5.859
met3_usage_pct=1.818
grt.overflow.total=0
track_usage_pct=3.836
grt_max_degree=14
gr-usage-met1_pct=4.997
grt.busiest_layer=met2

[setup_path]
worstSetupEndpointType=flip-flop
timing.rr.end=speaker
critPathRequiredTime_ns=2.15
arrival_ns=1.69
timing.rr.start=counter[4]
r2r_cells=3
crit_type=reg -> reg
worst-path-max-fanout=13
rrSetupSlack_ns=0.46
crit_path_start_kind=flip-flop

[sta]
fin_skew_ns=0.008485
slew_violations=0
period_needed_ns=1.740
whs_ns=0.4530
finalSetupTns_ns=0
period_used_pct=79.07
setup_viol=0
rsz0062_at_grt=no
fmax_mhz=574.9
hold_violations=0

[floorplan]
std_cell_rows=21
die_height_um=80
fp_util_pct=20.55
dieArea_um2=6400
coreArea_um2=3416
die_x_um=80
ioPinCount=2

[synth]
avgSynthCellArea_um2=9.485
yosysSeqAreaShare_pct=47.06
synth_stat.cells=74
yosys_area_um2=701.9
netlist_instances=74
synth.distinct_cells=22
yosysWarnings=1
synthesis.area_um2=701.9
ys.flops=16

[detailed_routing]
ant_nets=0
drt_iter0_markers=18
viasPerCell=3.855
wl_per_cell_um=8.540
drt_first_pass_iters=2
post-route-drc-count=0
diodes=0
vias=478
routed_wl_mm=1.059

[place]
dpl.hpwl_um=788.3
portBuffers=1
place_congestion=0.7144

[cts]
clk_path_buf_depth=2
cts_tree=done
hold_buffers=0
post_cts_resized=0
clock_sinks=16
clk_latency_ns=0.28
cts-root-buf=clkbuf_4
cts_setup_buffers=0
clkTransAtPathRegs_ns=0.09
htree_levels=1
numCtsBuffers=3

[power]
leakagePower_nw=0.2767
ir_drop_v=0.0002260
power.density_nw_per_um2=642.0
total_power_mw=0.5101

[status]
outcome=completed

[cells_and_area]
area_growth_pct=13.19
lay_top_cells=dfxtp_1 (15), nor2_1 (14), xnor2_1 (6)
layout_top_cell=dfxtp_1
drive_gt1_share_pct=7.692

[worst_hold_path]
min_from=counter[14]
hold_path_end=counter[8]
min_path_type=reg -> reg
min_path_cells=1

[run]
maxCapViolCount=0
tool_warnings=26

-- cell type report --
| class | count | area, um^2 |
|---|---|---|
| inverters | 4 | 15.01 |
| repair buffers | 1 | 10.01 |
| clock buffers | 4 | 36.28 |
| well taps | 46 | 57.56 |
| flip-flops and latches | 16 | 330.3 |
| multi-input cells | 53 | 345.3 |
| fillers | 380 | 2621 |
-- critical path, cell delays in order, from the launching register on --
cell and delay [ns]:
dfxtp_1 0.44, nand4_2 0.19, o41a_1 0.47, o21bai_4 0.31
-- routing by layer --
| metal | up-vias | part of all wire, % |
|---|---|---|
| met5 | - | 0 |
| met4 | 0 | 0 |
| met3 | 0 | 6.8 |
| met2 | 5 | 40 |
| met1 | 213 | 53 |
| li1 | 260 | - |
-- power by group --
part           total, mW  switching [mW]  leakage, nW  internal, mW
Clock              0.185          0.0842       0.0210         0.101
Combinational     0.0185         0.00956        0.124       0.00895
Sequential         0.307         0.00761        0.132         0.299
-- synthesized netlist by cell type (all sizes together) --
| library cell | n | share of area, % |
|---|---|---|
| and4 | 2 | 2.5 |
| nor2 | 14 | 7.5 |
| o2111ai | 1 | 1.2 |
| o41a | 1 | 1.6 |
| xnor2 | 6 | 7.5 |
| xor2 | 5 | 6.2 |
| nand2 | 4 | 2.1 |
| buf | 1 | 1.6 |
| o21bai | 1 | 2.7 |
| inv | 4 | 2.1 |
| dfxtp | 15 | 43 |
| edfxtp | 1 | 4.3 |
| nand3 | 5 | 3.6 |
| a31oi | 1 | 0.89 |
| nand4 | 2 | 2.7 |
| nor4 | 2 | 1.8 |
| ha | 2 | 3.6 |
| nor3 | 3 | 2.1 |
| a21oi | 2 | 1.4 |
| conb | 1 | 0.53 |
| and3b | 1 | 1.2 |
-- registers in the layout, indices dropped and copies added, names as in the netlist --
signal / count
speaker: 1
counter: 15
-- worst max-delay path by stage --
stage	from	slack, ns	endpoint
after CTS	counter[4]	0.45	speaker
after global routing	counter[4]	0.36	speaker
final	counter[4]	0.46	speaker
-- cell families after synthesis --
logic type	after synthesis	share of synthesized area, %
flip-flops	16	47.06
other	1	0.5342
XOR/XNOR	11	13.73
AND-OR/OR-AND	6	7.844
adder cells (fa/ha/maj)	2	3.564
buffers and inverters	5	3.743
AND/OR/NAND/NOR	33	23.53
-- through the flow --
| stage | worst slack [ns] | std cells | area (um^2) | utilization [%] |
|---|---|---|---|---|
| after floorplan | 0.6083 | 74 | 701.9 | - |
| after global placement | 0.5286 | 120 | 758.2 | 22.20 |
| after detailed placement | 0.4754 | 120 | 758.2 | 22.20 |
| after CTS | 0.4519 | 124 | 794.5 | 23.26 |
| after global routing | 0.3595 | 124 | 794.5 | 23.26 |
| final | 0.4605 | 124 | 794.5 | 23.26 |
Power figures rest on the tool's default switching activity, not on a simulated workload.
